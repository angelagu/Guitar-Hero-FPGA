==> ./design.v <==
module shiftregister(sysclk, reset_led, reset_score, button0, button1, button2, 
led0, led1, led2, led3, led4, led5, led6,  
led8, led9, led10, led11, led12, led13, led14, led15, 
led16, led17, led18, led19, led20, led21, led22, led23, 
seg_a, seg_b, seg_c, seg_d, seg_e, seg_f, seg_g, 
an3, an2, an1, an0);
input sysclk, reset_led, reset_score, button0, button1, button2;
output led0, led1, led2, led3, led4, led5, led6;  
output led8, led9, led10, led11, led12, led13, led14, led15;
output led16, led17, led18, led19, led20, led21, led22, led23;
output seg_a, seg_b, seg_c, seg_d, seg_e, seg_f, seg_g, an3, an2, an1, an0;
reg [7:0] temp0, temp1, temp2;  
wire [88:0] shiftin0, shiftin1, shiftin2;  
wire clock, faster_clock; 
wire en = 1;  
wire res = 0;  
integer i; 
assign shiftin0[0] = 1, shiftin0[1] = 0, shiftin0[2] = 0, shiftin0[3] = 0;
	assign shiftin0[4] = 1, shiftin0[5] = 0, shiftin0[6] = 0, shiftin0[7] = 0;
	assign shiftin0[8] = 1, shiftin0[9] = 0, shiftin0[10] = 0, shiftin0[11] = 0;
	assign shiftin0[12] = 1, shiftin0[13] = 0, shiftin0[14] = 0, shiftin0[15] = 0;
	assign shiftin0[16] = 1, shiftin0[17] = 0, shiftin0[18] = 1, shiftin0[19] = 0;
	assign shiftin0[20] = 1, shiftin0[21] = 0, shiftin0[22] = 1, shiftin0[23] = 0;
	assign shiftin0[24] = 1, shiftin0[25] = 0, shiftin0[26] = 1, shiftin0[27] = 0;
	assign shiftin0[28] = 0, shiftin0[29] = 0, shiftin0[30] = 0, shiftin0[31] = 0;
	assign shiftin0[32] = 1, shiftin0[33] = 0, shiftin0[34] = 1, shiftin0[35] = 0;
	assign shiftin0[36] = 1, shiftin0[37] = 0, shiftin0[38] = 1, shiftin0[39] = 0;
	assign shiftin0[40] = 1, shiftin0[41] = 0, shiftin0[42] = 1, shiftin0[43] = 0;
	assign shiftin0[44] = 0, shiftin0[45] = 0, shiftin0[46] = 0, shiftin0[47] = 0;
	assign shiftin0[48] = 1, shiftin0[49] = 0, shiftin0[50] = 1, shiftin0[51] = 0;
	assign shiftin0[52] = 1, shiftin0[53] = 1, shiftin0[54] = 0, shiftin0[55] = 0;
	assign shiftin0[56] = 0, shiftin0[57] = 0, shiftin0[58] = 1, shiftin0[59] = 0;
	assign shiftin0[60] = 0, shiftin0[61] = 0, shiftin0[62] = 0, shiftin0[63] = 0;
	assign shiftin0[64] = 1, shiftin0[65] = 0, shiftin0[66] = 1, shiftin0[67] = 0;
	assign shiftin0[68] = 1, shiftin0[69] = 1, shiftin0[70] = 0, shiftin0[71] = 0;	
	assign shiftin0[72] = 0, shiftin0[73] = 0, shiftin0[74] = 1, shiftin0[75] = 0;
	assign shiftin0[76] = 0, shiftin0[77] = 0, shiftin0[78] = 0, shiftin0[79] = 0;
	assign shiftin0[80] = 1, shiftin0[81] = 1, shiftin0[82] = 0, shiftin0[83] = 0;
	assign shiftin0[84] = 0, shiftin0[85] = 0, shiftin0[86] = 0, shiftin0[87] = 0;
	assign shiftin0[88] = 0;
	assign shiftin1[0]= 0, shiftin1[1]= 0, shiftin1[2]= 0, shiftin1[3]= 0;
	assign shiftin1[4]= 0, shiftin1[5]= 0, shiftin1[6]= 0, shiftin1[7]= 0;	
	assign shiftin1[8]= 0, shiftin1[9]= 0, shiftin1[10]= 0, shiftin1[11]= 0;	
	assign shiftin1[12]= 0, shiftin1[13]= 0, shiftin1[14]= 0, shiftin1[15]= 0;
	assign shiftin1[16]= 0, shiftin1[17]= 0, shiftin1[18]= 0, shiftin1[19]= 1;	
	assign shiftin1[20]= 0, shiftin1[21]= 0, shiftin1[22]= 0, shiftin1[23]= 1;	
	assign shiftin1[24]= 0, shiftin1[25]= 0, shiftin1[26]= 0, shiftin1[27]= 1;	
	assign shiftin1[28]= 0, shiftin1[29]= 0, shiftin1[30]= 0, shiftin1[31]= 0;
	assign shiftin1[32]= 0, shiftin1[33]= 0, shiftin1[34]= 0, shiftin1[35]= 1;
	assign shiftin1[36]= 0, shiftin1[37]= 0, shiftin1[38]= 0, shiftin1[39]= 1;
	assign shiftin1[40]= 0, shiftin1[41]= 0, shiftin1[42]= 0, shiftin1[43]= 1;	
	assign shiftin1[44]= 0, shiftin1[45]= 0, shiftin1[46]= 0, shiftin1[47]= 0;	
	assign shiftin1[48]= 0, shiftin1[49]= 0, shiftin1[50]= 0, shiftin1[51]= 1;
	assign shiftin1[52]= 0, shiftin1[53]= 0, shiftin1[54]= 1, shiftin1[55]= 0;	
	assign shiftin1[56]= 1, shiftin1[57]= 1, shiftin1[58]= 0, shiftin1[59]= 1;
	assign shiftin1[60]= 0, shiftin1[61]= 0, shiftin1[62]= 0, shiftin1[63]= 0;
	assign shiftin1[64]= 0, shiftin1[65]= 0, shiftin1[66]= 0, shiftin1[67]= 1;
	assign shiftin1[68]= 0, shiftin1[69]= 0, shiftin1[70]= 1, shiftin1[71]= 0;
	assign shiftin1[72]= 1, shiftin1[73]= 1, shiftin1[74]= 0, shiftin1[75]= 1;
	assign shiftin1[76]= 0, shiftin1[77]= 0, shiftin1[78]= 0, shiftin1[79]= 0;
	assign shiftin1[80]= 0, shiftin1[81]= 0, shiftin1[82]= 0, shiftin1[83]= 0;
	assign shiftin1[84]= 0, shiftin1[85]= 0, shiftin1[86]= 0, shiftin1[87]= 0, shiftin1[88]=0;
	assign shiftin2[0]= 0, shiftin2[1]= 0, shiftin2[2]= 1, shiftin2[3]= 0;	
	assign shiftin2[4]= 0, shiftin2[5]= 0, shiftin2[6]= 1, shiftin2[7]= 0;
	assign shiftin2[8]= 0, shiftin2[9]= 0, shiftin2[10]= 1, shiftin2[11]= 0;
	assign shiftin2[12]= 0, shiftin2[13]= 0, shiftin2[14]= 1, shiftin2[15]= 0;
	assign shiftin2[16]= 1, shiftin2[17]= 0, shiftin2[18]= 1, shiftin2[19]= 0;
	assign shiftin2[20]= 1, shiftin2[21]= 0, shiftin2[22]= 1, shiftin2[23]= 0;
	assign shiftin2[24]= 1, shiftin2[25]= 0, shiftin2[26]= 1, shiftin2[27]= 0;
	assign shiftin2[28]= 1, shiftin2[29]= 1, shiftin2[30]= 1, shiftin2[31]= 1;
	assign shiftin2[32]= 1, shiftin2[33]= 0, shiftin2[34]= 1, shiftin2[35]= 0;
	assign shiftin2[36]= 1, shiftin2[37]= 0, shiftin2[38]= 1, shiftin2[39]= 0;
	assign shiftin2[40]= 1, shiftin2[41]= 0, shiftin2[42]= 1, shiftin2[43]= 0;
	assign shiftin2[44]= 1, shiftin2[45]= 1, shiftin2[46]= 1, shiftin2[47]= 1;
	assign shiftin2[48]= 1, shiftin2[49]= 0, shiftin2[50]= 0, shiftin2[51]= 0;
	assign shiftin2[52]= 0, shiftin2[53]= 0, shiftin2[54]= 0, shiftin2[55]= 1;
	assign shiftin2[56]= 0, shiftin2[57]= 0, shiftin2[58]= 1, shiftin2[59]= 0;
	assign shiftin2[60]= 1, shiftin2[61]= 1, shiftin2[62]= 1, shiftin2[63]= 1;
	assign shiftin2[64]= 1, shiftin2[65]= 0, shiftin2[66]= 0, shiftin2[67]= 0;
	assign shiftin2[68]= 0, shiftin2[69]= 0, shiftin2[70]= 0, shiftin2[71]= 1;
	assign shiftin2[72]= 0, shiftin2[73]= 0, shiftin2[74]= 1, shiftin2[75]= 0;
	assign shiftin2[76]= 1, shiftin2[77]= 1, shiftin2[78]= 1, shiftin2[79]= 1;
	assign shiftin2[80]= 1, shiftin2[81]= 1, shiftin2[82]= 0, shiftin2[83]= 0;
	assign shiftin2[84]= 0, shiftin2[85]= 0, shiftin2[86]= 0, shiftin2[87]= 0, shiftin2[88]=0;
	counter count1 (sysclk, res, en, clock);
	counter_faster_clock count2 (sysclk, res, en, faster_clock);
	always @(posedge clock) begin
			 if (reset_led) begin 
				temp0 <= 0;
				temp1 <= 0;
				temp2 <= 0;
			 end
			 else if (i < 88) begin 
				temp0    <= temp0 >> 1;
				temp0[7] <= shiftin0[i];
				temp1    <= temp1 >> 1;
				temp1[7] <= shiftin1[i];
				temp2    <= temp2 >> 1;
				temp2[7] <= shiftin2[i];
				i <= i + 1;
			 end
			 else begin
				i <= 0;
				temp0    <= temp0 >> 1;
				temp0[7] <= shiftin0[0];
				temp1    <= temp1 >> 1;
				temp1[7] <= shiftin1[0];
				temp2    <= temp2 >> 1;
				temp2[7] <= shiftin2[0];
			 end	
	end
	assign led6 = temp0[6];
        assign led5 = temp0[5];
        assign led4 = temp0[4];	 
        assign led3 = temp0[3];
	assign led2 = temp0[2];
	assign led1 = temp0[1];
	assign led0 = temp0[0];
	assign led15 = temp1[7];
	assign led14 = temp1[6];
        assign led13 = temp1[5];
        assign led12 = temp1[4];	 
        assign led11 = temp1[3];
	assign led10 = temp1[2];
	assign led9 = temp1[1];
	assign led8 = temp1[0];
	assign led23 = temp2[7];
	assign led22 = temp2[6];
        assign led21 = temp2[5];
        assign led20 = temp2[4];	 
        assign led19 = temp2[3];
	assign led18 = temp2[2];
	assign led17 = temp2[1];
	assign led16 = temp2[0];
	pushbutton push1 (faster_clock, faster_clock, reset_score, button0, button1, button2,   led0, led8, led16, seg_a, seg_b, seg_c, seg_d, seg_e, seg_f, seg_g, an3, an2, an1, an0);
endmodule
module counter (sysclock, reset, enable, b24);
	input sysclock ;
	input reset ;
	input enable ;
	output b24; 
	wire sysclock ;
	wire reset ;
	wire enable ;
	reg [23:0] counter_out ;
	always @ (posedge sysclock) begin 
	  if (reset) begin
		 counter_out <= 0;
	  end
	  else if (enable) begin
		 counter_out <= counter_out + 1;
	  end
	end 
	assign b24 = counter_out[23];
endmodule
module counter_faster_clock (sysclock, reset, enable, b16);
	input sysclock ;
	input reset ;
	input enable ;
	output b16; 
	wire sysclock ;
	wire reset ;
	wire enable ;
	reg [15:0] counter_out ;
	always @ (posedge sysclock) begin 
	  if (reset) begin
		 counter_out <= 0;
	  end
	  else if (enable) begin
		 counter_out <= counter_out + 1;
	  end
	end 
	assign b16 = counter_out[15];
endmodule
module pushbutton(clo, sclk, reset, button0, button1, button2, led0, led8, led16, 
                      seg_a, seg_b, seg_c, seg_d, seg_e, seg_f, seg_g, an3, an2, an1, an0);
	input clo, sclk, button0, button1, button2, led0, led8, led16, reset;
	output seg_a, seg_b, seg_c, seg_d, seg_e, seg_f, seg_g, an3, an2, an1, an0;
	reg [15:0] score;
	wire clo;
	wire seg_a, seg_b, seg_c, seg_d, seg_e, seg_f, seg_g; 
	reg an3, an2, an1, an0;  
	reg [3:0] scoredigit;  
	reg [6:0] out;
	reg [1:0] count;  
	always @(posedge clo) 
		count <= count + 1;
	always @(posedge sclk) begin
		if (reset) begin
			score <= 0;
		end
		else if ( (led0 & button0) | (led8 & button1) | (led16 & button2) ) begin
			if (score[3:0] == 4'b1001) 
				score <= score + 7;
			else 		
				score <= score + 1;
		end	
	else if ( ( (~led0 & button0) | (~led8 & button1) | (~led16 & button2) ) & (score > 0)) begin
			if (score[3:0] == 4'b0000)
				score <= score - 7;
			else
				score <= score - 1;
		end
	end	
	always @(posedge clo) begin
		if (count == 0) begin  
			scoredigit <= score [3:0]; 
			an0 <= 0;
			an1 <= 1;
			an2 <= 1;
			an3 <= 1;
		end
		else if (count == 1) begin  
			scoredigit <= score [7:4]; 
			an0 <= 1;
			an1 <= 0;
			an2 <= 1;
			an3 <= 1;
		end
		else if (count == 2) begin  
			scoredigit <= score [11:8]; 
			an0 <= 1;
			an1 <= 1;
			an2 <= 0;
			an3 <= 1;
		end
		else if (count == 3) begin  
			scoredigit <= score [15:12]; 
			an0 <= 1;
			an1 <= 1;
			an2 <= 1;
			an3 <= 0;
		end
	end
	always @( scoredigit ) begin
		case (scoredigit)
			4'b0000: out = 7'b0000001;  
			4'b0001: out = 7'b1001111;  
			4'b0010: out = 7'b0010010;  
			4'b0011: out = 7'b0000110;  
			4'b0100: out = 7'b1001100;  
			4'b0101: out = 7'b0100100;  
			4'b0110: out = 7'b0100000;  
			4'b0111: out = 7'b0001111;  
			4'b1000: out = 7'b0000000;  
			4'b1001: out = 7'b0000100;  
			default: out = 7'b0000001;  
		endcase
	end
	assign seg_a = out[6];
	assign seg_b = out[5];
	assign seg_c = out[4];
	assign seg_d = out[3];
	assign seg_e = out[2];
	assign seg_f = out[1];
	assign seg_g = out[0];
endmodule
==> ./run.sh <==
#!/bin/bash
# OpenROAD 26Q1-2900-gdf79404cd8, Yosys 0.63+post, stock flow scripts
make -C /OpenROAD-flow-scripts/flow DESIGN_CONFIG=/design/flow/config.mk WORK_HOME=/design/flow/orfs finish
==> ./config.mk <==
export PLATFORM = sky130hd
export DESIGN_NAME = shiftregister
export DESIGN_NICKNAME = shiftregister
export VERILOG_FILES = /design/flow/design.v
export SDC_FILE = /design/flow/constraint.sdc
export NUM_CORES = 4
export LEC_CHECK = 1
export CORE_UTILIZATION = 50
==> ./constraint.sdc <==
current_design shiftregister

set clk_period 4.3
set clk_io_pct 0.2

create_clock -name clk0 -period $clk_period [get_ports {sysclk}]

set non_clock_inputs [all_inputs -no_clocks]
set_input_delay [expr $clk_period * $clk_io_pct] -clock clk0 $non_clock_inputs
set_output_delay [expr $clk_period * $clk_io_pct] -clock clk0 [all_outputs]
==> out/metrics.csv <==
stage,metric,value,unit
place,port_buffers,39,
route,firstDrtPassIters,4,
clock_network,ctsResizeCount,0,
floorplanning,fp_util,52.16,%
route,wl,12.18,mm
pwr,p_per_area,108.7,nW/µm²
cells_and_area,lay_top_cells,"93 x dfxtp_1, 70 x nor2_1, 55 x xnor2_1",
timing,skew,0.003221,ns
logic_synthesis,ff_type,dfxtp_1,
logic_synthesis,synth_seq_share,46.01,%
global_routing,antenna_found_initial,0,
route,drt_iter0_markers,230,
clock_network,cts_tree,done,
floorplanning,pin_count,40,
logic_synthesis,avgSynthCellArea,9.420,µm²
logic_synthesis,synth_stat.cells,679,
logic_synthesis,synth_cell_type_count,71,
pwr,switching_share,19.32,%
critical_path,worstSetupEndpointType,flip-flop,
clock_network,clock_latency,0.27,ns
timing,min_period_over_period,43.48,%
logic_synthesis,edf_count,36,
clock_network,path_clk_slew,0.05,ns
pwr,clkPwrFrac,46.9,%
timing,finalCriticalPeriod,1.869,ns
min_path,worstHoldPathType,flip-flop to flip-flop,
timing,rsz0062_at_grt,false,
critical_path,cp_slowest_stage_delay,0.68,ns
timing,final_hold_viol_count,0,
pwr,vdd_drop_max,0.3350,mV
logic_synthesis,yosys.area_share.aoi,10.02,%
critical_path,cp.required,4.45,ns
clock_network,clockBufferDepth,2,
logic_synthesis,synth-simple-area-share,24.80,%
cells_and_area,drive_gt1_share,5.891,%
logic_synthesis,synthCells,679,
timing,maxSlewHeadroom,46.63,%
timing,setup_tns,0,ns
floorplanning,coreArea,12260,µm²
global_routing,grt_pass1_wl,20.74,mm
logic_synthesis,numSynthFlops,129,
logic_synthesis,yosysWarnings,4,
timing,fmax,534.9,MHz
global_routing,track_usage,20.13,%
route,route.detailed.drc,0,
logic_synthesis,adder_share,3.443,%
timing,untimed_endpoints,159,
critical_path,path_cells,nand3_1 > nor3_1 > and2_1 > nand4_1 > xnor2_1,
route,via_per_inst,5.497,
place,hpwl,8.557,mm
logic_synthesis,ys_chip_area,6396,µm²
logic_synthesis,async_reset_ff_share,0,%
global_routing,grt_max_degree,58,
cells_and_area,area_growth,10.04,%
route,antenna-diode-count,0,
pwr,finalPower,0.0007649,W
logic_synthesis,synth_xor_xnor_area_share,8.901,%
status,outcome,finished clean,
timing,unclocked_pins,89,
floorplanning,rows,40,
critical_path,critPathTopFamily,simple AND/OR/NAND/NOR gates,
global_routing,grt_pass1_vias,4352,
timing,maxSlewViolCount,0,
critical_path,cpMaxStageDelayCell,nor3_1,
critical_path,critPathArrivalTime,2.02,ns
timing,setup_viol,0,
logic_synthesis,synth_area,6396,µm²
critical_path,crit_fanout,7,
pwr,intPower,0.0006171,W
pwr,p_sw,0.0001478,W
route,wl_per_cell,14.10,µm
pwr,p_comb_share,4.0,%
clock_network,htree_levels,2,
clock_network,cts_setup_buffers,0,
pwr,power.leakage,2.478,nW
flow_run,warnings,34,
route,drt.antenna.violating_nets,0,
global_routing,overflow,0,
route,num_vias,4749,
timing,worst_slew_pin_slew,0.7980,ns
flow_run,timing.max_cap.violations,0,
clock_network,holdBufCountCts,0,
cells_and_area,lay_top_count,dfxtp_1,
floorplanning,die_h,115.1,µm
place,gp_congestion,0.8841,
clock_network,cts_buffers,5,
critical_path,path_class,flip-flop to flip-flop,
clock_network,root_buffer,clkbuf_16,
cells_and_area,final_core_util,57.40,%
logic_synthesis,top_logic_kind,simple AND/OR/NAND/NOR gates,
logic_synthesis,synthMuxAreaShare,2.895,%
floorplanning,chipWidth,115.1,µm
floorplanning,die-area,13250,µm²
critical_path,critPathBufInv,0,
pwr,seqPwrFrac,49.1,%
critical_path,worstSetupStartpointType,flip-flop,
[cell type report]
type	count	area, µm²
Clock buffer	8	146.4
Fill cell	1077	5224
Inverter	25	93.84
Multi-Input combinational cell	489	3209
Sequential cell	129	2943
Tap cell	168	210.2
Timing Repair Buffer	45	435.4
[cell families after synthesis]
kind of cell | Yosys count
compound gates | 90
xor+xnor | 65
fa+ha+maj | 17
mux | 17
simple gates | 300
buf+inv | 61
flops | 129
[final timing paths]
check	start	end	slack (ns)	depth (start not counted)
min reg2reg	count1.counter_out[0]	count1.counter_out[0]	0.41	1
max	count1.counter_out[2]	count1.counter_out[23]	2.43	5
max reg2reg	count1.counter_out[2]	count1.counter_out[23]	2.43	5
min	count1.counter_out[0]	count1.counter_out[0]	0.41	1
[state kept, by name (all words and copies together) (netlist names)]
name,cells
push1.score,16
push1.an3,1
count1.counter_out,24
i,32
temp0,8
temp1,8
count2.counter_out,16
push1.an2,1
temp2,8
push1.out,7
push1.count,2
push1.an1,1
push1.scoredigit,4
push1.an0,1
[power by group through the flow]
stage / clock network, W / logic, W / registers [W]
CTS: 0.000366 / 0.0000312 / 0.000375
finish: 0.000359 / 0.0000308 / 0.000375
global route: 0.000386 / 0.0000342 / 0.000375
[cells in the mapped netlist (16+ instances only)]
cell type	number	area [µm²]
dfxtp_1	93	1862
nor2_1	70	262.8
xnor2_1	55	481.7
nand2_1	49	183.9
edfxtp_1	36	1081
nor2b_1	31	193.9
nor3_1	31	155.2
nand3_1	26	130.1
inv_1	25	93.84
clkbuf_1	24	90.09
a21oi_1	18	90.09
ha_1	16	200.2
nand4_1	16	100.1
nor4_1	16	100.1
o21ai_0	16	80.08
[per-stage QoR]
| stage | cells | worst slack, ns | area, µm² | hold slack [ns] |
|---|---|---|---|---|
| final | 864 | 2.431 | 7038 | 0.4080 |
| after global routing | 864 | 2.237 | 7038 | 0.4469 |
| after CTS | 864 | 2.393 | 7038 | 0.4115 |
| after detailed placement | 856 | 2.412 | 6892 | 0.4009 |
| after global placement | 856 | 2.485 | 6892 | 0.3962 |
| after floorplan | 679 | 2.727 | 6396 | 0.3831 |
[routing by layer]
| metal | wire (µm) | GRT usage, % | share of wire, % | vias up |
|---|---|---|---|---|
| met3 | 763 | 3.968 | 6.3 | 2 |
| met2 | 5028 | 28.35 | 41 | 105 |
| met4 | 8 | 1.039 | 0.066 | 0 |
| li1 | - | - | - | 2438 |
| met5 | 0 | 0 | 0 | - |
| met1 | 6381 | 35.31 | 52 | 2204 |
Power figures rest on the tool's default switching activity, not on a simulated workload.
